==> flow/config.mk <==
export PLATFORM = sky130hd
export DESIGN_NAME = counter8clr
export DESIGN_NICKNAME = counter8clr
export VERILOG_FILES = /design/flow/design.v
export SDC_FILE = /design/flow/constraint.sdc
export NUM_CORES = 4
export LEC_CHECK = 1
export CORE_AREA = 10 10 70 70
export DIE_AREA = 0 0 80 80
==> flow/constraint.sdc <==
current_design counter8clr

set clk_period 2.4
set clk_io_pct 0.2

create_clock -name clk0 -period $clk_period [get_ports {clock}]

set non_clock_inputs [all_inputs -no_clocks]
set_input_delay [expr $clk_period * $clk_io_pct] -clock clk0 $non_clock_inputs
set_output_delay [expr $clk_period * $clk_io_pct] -clock clk0 [all_outputs]
==> flow/design.v <==
module counter4clr (clear, clock, load, start_stop, count, data);
  input [3:0] data;
  output [3:0] count;
  input start_stop;
  input load;
  input clock;
  input clear;
  reg [3:0] count;
  always @(posedge clock)
   if (clear) count <= 0;
    else if (load) count <= data;
              else if (start_stop) count <= count + 1;
endmodule
module counter8clr (clear, clock, load, start_stop, count, data);
  input [7:0] data;
  output [7:0] count;
  input start_stop;
  input load;
  input clock;
  input clear;
  wire [3:0] count1;
  wire [3:0] count2;
  wire [3:0] data1;
  wire [3:0] data2;
  wire highmsb;
assign highmsb = ~count[3];
assign data1[3:0] = data[3:0];
assign data2[3:0] = data[7:4];
assign allones = count[0]&count[1]&count[2]&count[3];
counter4clr u1_counter4clr (
.clear(clear),
.clock(clock),
.load(load),
.start_stop(start_stop),
.count(count1),
.data(data1)
);
counter4clr u2_counter4clr (
.clear(clear),
.clock(clock),
.load(load),
.start_stop(allones),
.count(count2),
.data(data2)
);
assign count = {count2, count1};
endmodule
==> flow/run.sh <==
#!/bin/bash
# OpenROAD 26Q1-2900-gdf79404cd8, Yosys 0.63+post, stock flow scripts
make -C /OpenROAD-flow-scripts/flow DESIGN_CONFIG=/design/flow/config.mk WORK_HOME=/design/flow/orfs finish
==> flow_summary.json <==
{
  "mux_share": 0.05538,
  "r2r-start": "u1_counter4clr.count[0]",
  "worstPathBufferInverterCount": 1,
  "regArea_um2": 160.2,
  "htree_levels": 1,
  "ys_sh_simple": 0.1938,
  "grt_first_pass_wirelength_mm": 1.973,
  "clockPowerShare": 0.326,
  "place_congestion": 0.7438,
  "cp_top_family": "buffers and inverters",
  "yosysTopAreaCellShare": 0.3938,
  "viasPerCell": 3.496,
  "power_density_mw_per_mm2": 478.8,
  "ctsHoldBuffers": 0,
  "crit_required_ns": 1.92,
  "cpPeakStageDelay_ns": 0.51,
  "rows": 21,
  "min_period_ns": 1.686,
  "wl_mm": 1.135,
  "vias": 395,
  "cp-end-kind": "output port",
  "switching_share": 0.2406,
  "finalClockSkew_ns": 0.0007880,
  "syn_inst": 47,
  "maxCapViolCount": 0,
  "drt-initial-drc-count": 23,
  "clockBufferDepth": 2,
  "grt_pass1_vias": 449,
  "postRouteAntennaNets": 0,
  "die_x_um": 80,
  "finalSetupTns_ns": 0,
  "warnings": 25,
  "drc": 0,
  "path_max_fanout": 5,
  "min_from": "u2_counter4clr.count[3]",
  "start_kind": "flip-flop",
  "ios": 20,
  "ys_sh_adder": 0.09231,
  "core_area_mm2": 0.003416,
  "synthTopLogicFamily": "simple AND/OR/NAND/NOR gates",
  "yosys-stat-area_um2": 406.6,
  "power_frac_seq": 0.477,
  "initial_utilization": 0.1190,
  "synth.distinct_cells": 17,
  "p_comb_frac": 0.197,
  "dp_cells": 110,
  "synth-xor-area-share": 0.08615,
  "mostFrequentLayoutCell": "clkdlybuf4s50_1",
  "global_route.usage.met1": 0.04816,
  "fmax_ghz": 0.5930,
  "slew_viol_final": 0,
  "aoi_share": 0.1477,
  "peakVddDrop_mv": 0.1898,
  "worstSetupStartpoint": "u1_counter4clr.count[3]",
  "critical_path_arrival_ns": 1.21,
  "grt_busiest_layer": "met2",
  "topCellsByArea": "dfxtp_1 (39%), ha_1 (9.2%), xor2_1 (8.6%), nand2_1 (6.5%), a211oi_1 (5.5%)",
  "numClockSinks": 8,
  "worstPathCellList": "clkdlybuf4s50_1",
  "ys_cells": 47,
  "comb_area_um2": 234.0,
  "post_cts_resize_count": 0,
  "chipArea_mm2": 0.006400,
  "antenna_found_initial": 0,
  "ys.warnings.count": 2,
  "met2_usage": 0.05698,
  "gr-usage-met3": 0.02386,
  "lay_top_cells": "clkdlybuf4s50_1 (19), dfxtp_1 (8), nand2_1 (7)",
  "internal_power_mw": 0.2429,
  "rsz0062_at_grt": "false",
  "finalPower_mw": 0.3199,
  "clkSlewWorstSetupHoldPaths_ns": 0.05,
  "cts_tree": "done",
  "postCtsSetupRepairBufs": 0,
  "post_drt_wl_per_cell_um": 10.04,
  "worstMarginPinSlew_ns": 0.3948,
  "cpMaxStageDelayCell": "clkdlybuf4s50_1",
  "hold_ws_ns": 0.5178,
  "first_pass_iters": 4,
  "clk_latency_ns": 0.25,
  "grt_start_max_net_pins": 14,
  "setup_viol": 0,
  "switchingPower_mw": 0.07696,
  "hp-class": "reg -> reg",
  "status": "complete, no violations",
  "fillerInstances": 389,
  "antennaDiodeCount": 0,
  "cts_buffers": 3,
  "crit_type": "reg -> out",
  "die_y_um": 80,
  "synth_area_leader_cell": "dfxtp_1",
  "dp_hpwl_um": 939.6,
  "postLayoutCellArea_um2": 668.1,
  "numPortBuffers": 19,
  "period_used_share": 0.7027,
  "avgSynthCellArea_um2": 8.652,
  "max_slew_margin": 0.7365,
  "drive_gt1_frac": 0.08955,
  "yosys.stat.seqShare": 0.3938,
  "netlist_area_um2": 406.6,
  "post_dp_cell_area_um2": 645.6,
  "timing_hold_violations_final": 0,
  "ys.flops": 8,
  "track_usage": 0.03829,
  "grt-ovfl-total": 0,
  "area.growth.synth_to_final_pct": 64.31,
  "final_cells": 113,
  "cts_root_buf": "clkbuf_4",
  "leakage_nw": 0.2480
}
==> through the flow <==
step | utilization | worst slack [ns]
4_1_cts | 0.1956 | 0.7065
5_1_grt | 0.1956 | 0.6487
3_3_place_gp | 0.1890 | 0.7564
3_5_place_dp | 0.1890 | 0.7141
6_report | 0.1956 | 0.7136
2_1_floorplan | - | 1.004
==> power groups by stage <==
stage                 registers, mW  clock network, mW  logic [mW]
after CTS                     0.153              0.108      0.0642
after global routing          0.155              0.117      0.0723
final                         0.153              0.104      0.0629
==> path summary, 6_finish.rpt <==
check | end | slack, ns | cells past startpoint
worst max-delay path | count[3] | 0.71 | 1
worst min-delay path | u2_counter4clr.count[3] | 0.52 | 2
worst max register to register | u2_counter4clr.count[3] | 0.86 | 5
worst min register to register | u2_counter4clr.count[3] | 0.52 | 2
==> kinds of logic (layout without fill, tap and decap cells) <==
family | count (synthesis) | count (layout)
XOR/XNOR | 4 | 4
AND/OR/NAND/NOR | 18 | 18
buffers and inverters | 3 | 23
adder cells (fa/ha/maj) | 3 | 3
AND-OR/OR-AND | 9 | 9
flip-flops | 8 | 8
multiplexers | 2 | 2
==> cell usage after synthesis (all sizes together) <==
library cell / count
o21ai: 1
a211oi: 3
a21oi: 3
mux2: 2
or3: 1
nand3: 3
buf: 2
nor2: 5
xor2: 4
nand2: 8
ha: 3
dfxtp: 8
inv: 1
nand4: 1
a311oi: 2
==> final cells by class <==
| cell class | count | area share |
|---|---|---|
| inverter | 1 | 0.005618 |
| tap | 46 | 0.08614 |
| multi-input combinational | 36 | 0.3502 |
| sequential | 8 | 0.2397 |
| clock buffer | 3 | 0.03371 |
| timing repair buffer | 19 | 0.2846 |
==> metal layers <==
| metal | routed length [um] | part of all wire |
|---|---|---|
| met5 | 0 | 0 |
| met4 | 0 | 0 |
| met3 | 152 | 0.13 |
| met1 | 581 | 0.51 |
| met2 | 402 | 0.35 |
==> state kept, by name, summed over array words and instances, names as in the netlist <==
name and flops:
u1_counter4clr.count 4, u2_counter4clr.count 4
Power is estimated from default activity; no workload was simulated.
