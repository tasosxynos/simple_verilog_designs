[design/flow/constraint.sdc]
current_design counter8

set clk_period 2.8
set clk_io_pct 0.2

create_clock -name clk0 -period $clk_period [get_ports {clock}]

set non_clock_inputs [all_inputs -no_clocks]
set_input_delay [expr $clk_period * $clk_io_pct] -clock clk0 $non_clock_inputs
set_output_delay [expr $clk_period * $clk_io_pct] -clock clk0 [all_outputs]
[design/flow/design.v]
module counter4 (clear, clock, load, start_stop, count, data);
  input [3:0] data;
  output [3:0] count;
  input start_stop;
  input load;
  input clock;
  input clear;
  reg [3:0] count;
  always @(posedge clock or posedge clear)
   if (clear) count <= 0;
    else if (load) count <= data;
              else if (start_stop) count <= count + 1;
endmodule
module counter8 (clear, clock, load, start_stop, count, data);
  input [7:0] data;
  output [7:0] count;
  input start_stop;
  input load;
  input clock;
  input clear;
  wire [3:0] count1;
  wire [3:0] count2;
  wire [3:0] data1;
  wire [3:0] data2;
  wire highmsb;
assign highmsb = ~count[3];
assign data1[3:0] = data[3:0];
assign data2[3:0] = data[7:4];
assign allones = count[0]&count[1]&count[2]&count[3]&start_stop;
counter4 u1_counter4 (
.clear(clear),
.clock(clock),
.load(load),
.start_stop(start_stop),
.count(count1),
.data(data1)
);
counter4 u2_counter4 (
.clear(clear),
.clock(clock),
.load(load),
.start_stop(allones),
.count(count2),
.data(data2)
);
assign count = {count2, count1};
endmodule
[design/flow/run.sh]
#!/bin/bash
# OpenROAD 26Q1-2900-gdf79404cd8, Yosys 0.63+post, stock flow scripts
make -C /OpenROAD-flow-scripts/flow DESIGN_CONFIG=/design/flow/config.mk WORK_HOME=/design/flow/orfs finish
[design/flow/config.mk]
export PLATFORM = sky130hd
export DESIGN_NAME = counter8
export DESIGN_NICKNAME = counter8
export VERILOG_FILES = /design/flow/design.v
export SDC_FILE = /design/flow/constraint.sdc
export NUM_CORES = 4
export LEC_CHECK = 1
export CORE_AREA = 10 10 70 70
export DIE_AREA = 0 0 80 80
==> Changelog: implementation <==
## Implementation

- Dpl cell area: 682 sq um
- Final Core Density: 20.6%
- Worst-Margin Slew: 0.467 ns
- Layout area overhead: 55.5%
- Finish-stage setup viols: 0
- Clk slew on worst S/H paths: 0.05 ns
- Max-area cell share: 44.2%
- Die Y: 80 um
- Yosys cell count: 43
- Most frequent cell after synthesis: dfrtp_1
- WP data required: 2.24 ns
- DIE WIDTH: 80 um
- Synth cell types: 17
- Crit path launch type: flop
- Leak pwr: 0.287 nW
- Drt first-iter violations: 29
- Synth async-reset ratio: 100%
- Buf/Inv on CP: 1
- Max-slew headroom: 68.8%
- Commonest cells in the netlist: dfrtp_1, nand2_1, o21ai_0, ha_1, mux2i_1
- Pwr dens: 436 nW/um^2
- PortBufs: 19
- Yosys warning tally: 2
- Routed WL: 1160 um
- Avg Synthesized Cell Area: 10.5 sq um
- HP Class: in2async
- Area leader, netlist: dfrtp_1
- Gr ovfl total: 0
- Largest net degree at the start of global routing: 17
- Final instance area: 704 sq um
- # hold bufs at CTS: 0
- Worst Path Arrival: 1.18 ns
- Critical Path Max Stage Delay: 0.50 ns
- Critical setup path kind: reg2out
- Final min period: 1.74 ns
- Clock Sinks: 8
- Delay-heaviest family, CP: buffers and inverters
- First-pass detailed-route iteration total: 4
- Share of layout cells above drive strength 1: 7.94%
- Top_reg_cell synth: dfrtp_1
- GP Congestion: 0.722
- Final Max Tran Viols: 0
- Die footprint: 6400 sq um
- Worst vdd rail ir drop: 0.0000984 V
- Vias/cell: 3.39
- DR vias: 370
- CTS root buffer: clkbuf_4
- IO Count: 20
- Status: complete, no violations
- Synth flops: 8
- Yosys chip area: 453 sq um
- Antenna-violating nets left: 0
- Synth top area cells: dfrtp_1, ha_1, mux2i_1, nand2_1, o21ai_0
- CTS H-tree depth: 1
- Clock Latency Late Sink: 0.24 ns
- Final Hold Viols: 0
- Register area share after synthesis: 44.2%
- CTS Buf Count: 3
- Row count: 21
- FMAX: 573 MHz
- Total GRT Usage: 3.89%
- WL per Instance: 10.7 um
- # diodes: 0
- Max cap viols: 0
- Max clock buf depth: 2
- Worst-path fanout max: 4
- Synth Instances: 43
- Stage-log warning count: 25
- Vias in the first global route: 398
- Core ar.: 3420 sq um
- Crit. End Element: primary output
- Setup TNS: 0 ns
- Post-CTS Setup Bufs: 0
- Synthesized cell area: 453 sq um
- Flip-flops with a built-in enable: 0
- # DRC: 0
- RSZ-0062 raised after global routing: no
- # resized after CTS: 0
- Final Cycle Share: 62.3%
- CP Cell Sequence: clkdlybuf4s50_1
- Slowest CP cell: clkdlybuf4s50_1
- Initial antenna violation count: 0
- Layout Skew: 0.00283 ns
- TritonCTS clock tree: done
- First-pass GRT wire length: 1860 um
- Pre-Place Util: 13.3%
logic make-up (layout without fill, tap and decap cells):
group / after synthesis / count (layout) / synth area share, %
adders and majority gates: 3 / 3 / 8.29
muxes: 4 / 4 / 9.12
and+or+nand+nor: 14 / 14 / 18.0
xor gates and xnor gates: 4 / 4 / 7.74
buffers and inverters: 3 / 23 / 4.97
DFF: 8 / 8 / 44.2
AOI/OAI and AO/OA: 7 / 7 / 7.73
report_power, final:
group          total [W]  internal [W]  switching (W)
combinational  0.0000785     0.0000533      0.0000252
clock          0.0000841     0.0000488      0.0000353
sequential      0.000145      0.000129      0.0000155
placed cells by master (no fill, tap or decap):
master           instances
o21ai_0                  5
or4_1                    1
xnor2_1                  2
nand3_4                  1
nand4_1                  2
dfrtp_1                  8
clkbuf_4                 3
clkdlybuf4s50_1         19
nand3_1                  2
ha_1                     3
inv_1                    1
xor2_1                   2
nand2_1                  7
o21ai_1                  2
mux2_2                   1
and2b_1                  1
mux2i_1                  3
cell type report:
type	count	area, sq um
clock buffers	3	22.5
fillers	385	2710
inverters	1	3.75
multi-input cells	32	230
flip-flops and latches	8	200
well taps	46	57.6
repair buffers	19	190
layer usage:
| layer | GRT usage [%] | part of all wire (%) | vias up |
|---|---|---|---|
| li1 | - | - | 191 |
| met1 | 4.33 | 41 | 167 |
| met2 | 5.54 | 43 | 12 |
| met3 | 3.64 | 16 | 0 |
| met4 | 0.352 | 0 | 0 |
| met5 | 0 | 0 | - |
final timing paths:
check	startpoint	endpoint	slack [ns]	cells past startpoint
setup / recovery	u1_counter4.count[3]	count[3]	1.06	1
max in group asynchronous	clear	u1_counter4.count[1]	2.01	2
hold reg to reg	u2_counter4.count[3]	u2_counter4.count[3]	0.59	2
setup reg to reg	u1_counter4.count[0]	u2_counter4.count[3]	1.29	5
min in group clk0	u2_counter4.count[3]	u2_counter4.count[3]	0.59	2
hold / removal	clear	u1_counter4.count[3]	0.56	2
registers in the layout, indices dropped and copies added, names as in the netlist:
signal             count
u1_counter4.count      4
u2_counter4.count      4
stage by stage:
stage	total power [W]	hold slack [ns]	std cells	setup slack (ns)
after floorplan	0.000176	0.376	43	1.40
after global placement	0.000226	0.571	106	0.840
after detailed placement	0.000228	0.583	106	0.819
after CTS	0.000315	0.565	109	1.03
after global routing	0.000333	0.580	109	0.979
final	0.000307	0.561	109	1.06
worst reg2reg max path: cells and delay by family, from the launching register on:
kind / cells / cell delay (ns)
fa+ha+maj: 2 / 0.37
simple gates: 3 / 0.69
flops: 1 / 0.40
Power is estimated from default activity; no workload was simulated.
