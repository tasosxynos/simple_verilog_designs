[/design/flow/run.sh]
#!/bin/bash
# OpenROAD 26Q1-2900-gdf79404cd8, Yosys 0.63+post, stock flow scripts
make -C /OpenROAD-flow-scripts/flow DESIGN_CONFIG=/design/flow/config.mk WORK_HOME=/design/flow/orfs finish
[/design/flow/constraint.sdc]
current_design counter8del20

set clk_period 2.4
set clk_io_pct 0.2

create_clock -name clk0 -period $clk_period [get_ports {clock}]

set non_clock_inputs [all_inputs -no_clocks]
set_input_delay [expr $clk_period * $clk_io_pct] -clock clk0 $non_clock_inputs
set_output_delay [expr $clk_period * $clk_io_pct] -clock clk0 [all_outputs]
[/design/flow/config.mk]
export PLATFORM = sky130hd
export DESIGN_NAME = counter8del20
export DESIGN_NICKNAME = counter8del20
export VERILOG_FILES = /design/flow/design.v
export SDC_FILE = /design/flow/constraint.sdc
export NUM_CORES = 4
export LEC_CHECK = 1
export CORE_AREA = 10 10 70 70
export DIE_AREA = 0 0 80 80
[/design/flow/design.v]
module counter4del20 (clear, clock, load, start_stop, count, data);
  input [3:0] data;
  output [3:0] count;
  input start_stop;
  input load;
  input clock;
  input clear;
  reg [3:0] count;
  always @(posedge clock)
   if (clear) count <= #20 (0);
    else if (load) count <= #20 (data);
              else if (start_stop) count <= #20 (count + 1);
endmodule
module counter8del20 (clear, clock, load, start_stop, count, data);
  input [7:0] data;
  output [7:0] count;
  input start_stop;
  input load;
  input clock;
  input clear;
  wire [3:0] count1;
  wire [3:0] count2;
  wire [3:0] data1;
  wire [3:0] data2;
  wire highmsb;
assign highmsb = ~count[3];
assign data1[3:0] = data[3:0];
assign data2[3:0] = data[7:4];
assign allones = count[0]&count[1]&count[2]&count[3];
counter4del20 u1_counter4del20 (
.clear(clear),
.clock(clock),
.load(load),
.start_stop(start_stop),
.count(count1),
.data(data1)
);
counter4del20 u2_counter4del20 (
.clear(clear),
.clock(clock),
.load(load),
.start_stop(allones),
.count(count2),
.data(data2)
);
assign count = {count2, count1};
endmodule
==> reports/README.md <==
| Quantity | Value | Unit |
|---|---|---|
| Largest stage delay on the critical path | 510 | ps |
| Final setup vio count | 0 | - |
| Worst supply voltage drop on vdd | 0.190 | mV |
| Master cell of the clock root buffer | sky130_fd_sc_hd__clkbuf_4 | - |
| CP max stage cell | sky130_fd_sc_hd__clkdlybuf4s50_1 | - |
| Post-synthesis instance area | 407 | sq um |
| Post-DP HPWL | 940 | um |
| Share of async-settable or async-resettable flops after synthesis | 0 | - |
| Count of final max-slew check failures | 0 | - |
| TritonRoute pass-1 iters | 4 | - |
| Post-synth top area cell | sky130_fd_sc_hd__dfxtp_1 | - |
| Class of the tightest hold or removal check | reg2reg | - |
| Tightest slew margin relative to the limit | 0.737 | - |
| Beginning of the critical path | u1_counter4del20.count[3] | - |
| Filler Cell Count | 389 | - |
| Fraction of power consumed by sequential logic | 0.477 | - |
| Post-Synth XOR/XNOR Area | 0.0862 | - |
| GR Overflow Total | 0 | - |
| Count of warnings emitted by yosys | 2 | - |
| Endpoint of the lowest-slack register-to-register path | u2_counter4del20.count[3] | - |
| DR iter-0 viols | 23 | - |
| TritonCTS Buffers | 3 | - |
| R2R Path Start | u1_counter4del20.count[0] | - |
| Final routed DRC violation total | 0 | - |
| Via count of the first global-routing pass | 449 | - |
| Power per cell area | 479 | nW/um^2 |
| Setup repair after global routing missed its margin | false | - |
| Top cell type by instance count after synthesis | sky130_fd_sc_hd__dfxtp_1 | - |
| Combinational fraction of design power | 0.197 | - |
| Top post-synthesis cells by area | sky130_fd_sc_hd__dfxtp_1 (39%), sky130_fd_sc_hd__ha_1 (9.2%), sky130_fd_sc_hd__xor2_1 (8.6%) | - |
| Antenna diode count | 0 | - |
| Chip Area, Yosys | 407 | sq um |
| Post-Synth Simple-Gate Area | 0.194 | - |
| Worst reg-to-reg path cell count | 5 | - |
| Data required time of the worst path | 1920 | ps |
| Hold Buf Count CTS | 0 | - |
| Family with the most delay on the worst path | buffers and inverters | - |
| Post-route fraction of the period consumed by the critical path | 0.703 | - |
| Distinct lib cells used | 17 | - |
| Die span in x | 80 | um |
| Synth-to-layout area growth | 64.3 | % |
| Max Fclk | 0.593 | GHz |
| Setup repair bufs after CTS | 0 | - |
| Share of total power consumed by net switching | 0.241 | - |
| Transition time of the tightest slew-check pin | 395 | ps |
| Cell Area, Placed | 646 | sq um |
| # Max-Cap Violations | 0 | - |
| Post-synth tally of flip-flops with integrated enable | 0 | - |
| Max FO, Critical Path | 5 | - |
| Top logic family | simple AND/OR/NAND/NOR gates | - |
| Tally of OpenROAD warnings | 25 | - |
| Leakage | 0.248 | nW |
| Post-Synth AOI/OAI Area | 0.148 | - |
| Endpoint of the most critical setup path | count[3] | - |
| Post-Place Setup Slack | 714 | ps |
| Quantity of gates resized following cts | 0 | - |
| Crit path buffers/inverters | 1 | - |
| Routed vias/inst | 3.50 | - |
| Setup TNS | 0 | ps |
| CTS tree | built | - |
| Sequential element share of the synthesized area | 0.394 | - |
| Switching component of the power | 0.0770 | mW |
| Adder share | 0.0923 | - |
| Die Area | 6400 | sq um |
| Ordered cell list for the critical path | clkdlybuf4s50_1 | - |
| Type of the worst setup path | reg2out | - |
| Post-route design area | 668 | sq um |
| Maximum count of clock buffers along a single path | 2 | - |
| Commonest cells in the netlist | sky130_fd_sc_hd__dfxtp_1 (8), sky130_fd_sc_hd__nand2_1 (7), sky130_fd_sc_hd__nor2_1 (5) | - |
| Floorplan core area | 3420 | sq um |
| CP Launch Type | flip-flop | - |
| Pre-Place Util | 0.119 | - |
| Initial antenna violation count | 0 | - |
| Worst clock skew | 0.788 | ps |
| Instance count on the critical path | 1 | - |
| Mux cell area share | 0.0554 | - |
| # IOs | 20 | - |
| Count of input and output buffers | 19 | - |
| Final Critical Period | 1690 | ps |
| Layout cell share with drive strength beyond 1 | 0.0896 | - |
| Internal cell power | 0.243 | mW |
| Fraction of post-synthesis cell area in the top cell type by area | 0.394 | - |
| Maximum level of the CTS H-tree | 1 | - |
| Wire length reported by the detailed router | 1140 | um |
| Num rows | 21 | - |
| Largest net degree at the start of global routing | 14 | - |
| Worst endpoint data arrival time | 1210 | ps |
| # Cells Yosys | 47 | - |
| Insertion delay at the late pin of the worst-skew pair | 250 | ps |
| Synthesized instance count | 47 | - |
| Synth Area per Inst | 8.65 | sq um |
| FF-to-FF setup slack | 860 | ps |
| Antenna-violating nets left | 0 | - |
| Registers, synthesis | 8 | - |
| Worst setup EP type | output pin | - |
| Smallest setup slack after layout | 714 | ps |
| Clock tree sinks | 8 | - |
| Clock edge transition at the registers on the reported setup and hold paths | 50 | ps |
| Routability congestion estimate from global placement | 0.744 | - |
| Drt wl/cell | 10.0 | um |
| Result of the run | complete, no violations | - |
| Share of power burned in the clock network | 0.326 | - |
| Die span in y | 80 | um |
| Count of final hold-check violations | 0 | - |
| Dominant flop cell | sky130_fd_sc_hd__dfxtp_1 | - |
| Total number of vias | 395 | - |
| First-pass GRT wire length | 1970 | um |
| GRT Total Usage | 0.0383 | - |
## kinds of logic after synthesis
family          after synthesis
simple gates                 18
mux                           2
flops                         8
compound gates                9
fa+ha+maj                     3
buf+inv                       3
xor+xnor                      4
## flip-flops by register name (all words and copies together) (netlist names)
name                    cells
u1_counter4del20.count      4
u2_counter4del20.count      4
## layout by cell type, fill, tap and decap left out
cell and n:
sky130_fd_sc_hd__a211oi_1 3, sky130_fd_sc_hd__a21oi_1 3, sky130_fd_sc_hd__a311oi_1 2, sky130_fd_sc_hd__clkbuf_4 3, sky130_fd_sc_hd__clkdlybuf4s50_1 19, sky130_fd_sc_hd__dfxtp_1 8, sky130_fd_sc_hd__ha_1 3, sky130_fd_sc_hd__inv_1 1
sky130_fd_sc_hd__mux2_2 2, sky130_fd_sc_hd__nand2_1 7, sky130_fd_sc_hd__nand2_2 1, sky130_fd_sc_hd__nand3_1 3, sky130_fd_sc_hd__nand4_1 1, sky130_fd_sc_hd__nor2_1 5, sky130_fd_sc_hd__o21ai_0 1, sky130_fd_sc_hd__or3_1 1
sky130_fd_sc_hd__xor2_1 4
## how the worst min path moves through the flow
stage	from	end	slack (ps)	cells after the start
CTS	u2_counter4del20.count[3]	u2_counter4del20.count[3]	520	2
global route	u2_counter4del20.count[3]	u2_counter4del20.count[3]	540	2
finish	u2_counter4del20.count[3]	u2_counter4del20.count[3]	520	2
## power groups by stage
stage | logic, mW | registers (mW) | clock network, mW
after CTS | 0.0642 | 0.153 | 0.108
after global routing | 0.0723 | 0.155 | 0.117
final | 0.0629 | 0.153 | 0.104
## metrics by stage
stage                util  total power [mW]  hold slack (ps)  std cells
floorplan               -             0.176              470         47
global placement    0.189             0.218              505        110
CTS                 0.196             0.325              523        113
finish              0.196             0.320              518        113
global route        0.196             0.344              540        113
detailed placement  0.189             0.219              516        110
## routing by layer
metal	global-route usage	up-vias	wire, um
met5	0	-	0
met4	0.00176	0	0
met3	0.0239	0	152
met2	0.0570	18	402
met1	0.0482	168	581
li1	-	209	-
## final cells by class
type / instances / area [sq um] / share of cell area
timing repair buffer: 19 / 190 / 0.285
clock buffer: 3 / 22.5 / 0.0337
sequential: 8 / 160 / 0.240
multi-input combinational: 36 / 234 / 0.350
tap: 46 / 57.6 / 0.0861
inverter: 1 / 3.75 / 0.00562
No activity file was given, so power comes from the tool's default toggle rates.
